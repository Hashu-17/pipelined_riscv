### ./design.v
module register_file(input clk, input reg_write, input [4:0] rs1, rs2, rd, input [31:0] write_data,
                     output [31:0] read_data1, read_data2);
    reg [31:0] regs [0:31];
    assign read_data1 = regs[rs1];
    assign read_data2 = regs[rs2];
    always @(posedge clk) begin
        if (reg_write)
            regs[rd] <= write_data;
    end
endmodule
### ./run.sh
#!/bin/bash
# OpenROAD 26Q1-2900-gdf79404cd8, Yosys 0.63+post, stock flow scripts
make -C /OpenROAD-flow-scripts/flow DESIGN_CONFIG=/design/flow/config.mk WORK_HOME=/design/flow/orfs finish
### ./config.mk
export PLATFORM = sky130hd
export DESIGN_NAME = register_file
export DESIGN_NICKNAME = register_file
export VERILOG_FILES = /design/flow/design.v
export SDC_FILE = /design/flow/constraint.sdc
export NUM_CORES = 4
export LEC_CHECK = 1
export CORE_UTILIZATION = 50
### ./constraint.sdc
current_design register_file

set clk_period 8.5
set clk_io_pct 0.2

create_clock -name clk0 -period $clk_period [get_ports {clk}]

set non_clock_inputs [all_inputs -no_clocks]
set_input_delay [expr $clk_period * $clk_io_pct] -clock clk0 $non_clock_inputs
set_output_delay [expr $clk_period * $clk_io_pct] -clock clk0 [all_outputs]
==> reports/results.txt <==
status = finished clean
Largest regs = regs x1024
TritonCTS Sinks = 1,024
power per cell area = 203.6 mW/mm2
Max-slew headroom = 31.33%
chip width = 314.4 um
Gate Area = 0.01678 mm2
post-layout minimum cycle time = 6615 ps
post-synthesis async set-or-reset flop share = 0%
Log Warnings = 26
worst slew pin tran = 1027 ps
vias in the first global route = 33,080
number of flip-flops in the largest register = 1,024
Die Height = 314.4 um
DR iter-0 viols = 2,348
GR Overflow Total = 0
Site Rows = 114
FF/Latch Area = 0.03075 mm2
Syn. warnings = 1
worst hold path class = input pin to register
buffers added on ports = 112
Mapped Area = 0.04879 mm2
WP data arrival = 4920 ps
total wire length = 156,900 um
Worst Setup End Kind = primary output
RSZ-0062 raised after global routing = false
Core Box Area = 0.09671 mm2
Final ANT Viol Nets = 0
Critical Path RT = 6800 ps
clock tree root driver cell = clkbuf_16
EDFF count, synth = 1,024
CTS tree = done
Setup CP Type = input pin to primary output
# setup viols final = 0
post-DR wirelength/cell = 32.39 um
critical path peak fanout = 32
final slew viol count = 0
Max-Cap Viols = 0
global placer's final weighted congestion = 0.8806
drt first pass iters = 6
layout cells sized above 1 = 9.139%
Post-synth seq share = 63.03%
CTS hold repair buffers = 0
Vias = 31,630
FP Core Util = 50.45%
Unique masters post-synth = 23
Fmax = 0.1512 GHz
post-DP HPWL = 84,130 um
DR vias/cell = 6.529
cell count after synthesis = 3,386
Total GRT Usage = 34.98%
Setup Fix Bufs, Post-CTS = 0
most instantiated logic cells after routing = 1,024 x mux2i_1, 1,024 x edfxtp_1, 194 x nand3_1, 193 x nand2_1
IO Count = 113
fin crit share = 77.83%
leakage = 20.14 nW
final hold slack = 1851 ps
VDD IR max = 0.0001882 V
Yosys Chip Area = 0.04879 mm2
DRC viols = 0
Mean Syn Cell Area = 14.41 um2
Critical Path Start Type = input pin
Synthesized registers = 1,024
largest net degree at the start of global routing = 97
H-tree levels = 3
Fin. Hold Viols = 0
cts bufs inserted = 107
ys cells = 3,386
Sum Neg Setup Slack = 0 ps
fillcell total = 7,333
Worst-path clk slew = 60 ps
Resized cells post-CTS = 0
initial antenna violation count = 0
Most flops, register = regs
clk buf depth = 3
area delta synth->final = 12.22%
first-pass GRT wire length = 224,900 um
dominant register cell = edfxtp_1
Total Die Area = 0.09883 mm2
[cell usage after synthesis (35+ instances only)]
library cell	count	area, um2
edfxtp_1	1024	30750
buf_6	45	506.7
a22oi_1	192	1441
nor2_1	35	131.4
buf_2	70	350.3
nand2_1	195	732.0
a22o_1	128	1121
buf_4	47	352.8
a21oi_1	192	960.9
mux2i_1	1024	10250
a31oi_1	64	400.4
clkbuf_1	86	322.8
nand3_1	194	970.9
nor3_1	64	320.3
[area by class of cell]
| cell class | count | share of cell area [%] |
|---|---|---|
| clock inverters | 59 | 0.7633 |
| repair buffers | 242 | 4.282 |
| well taps | 1276 | 2.916 |
| multi-input cells | 2109 | 30.64 |
| clock buffers | 133 | 5.224 |
| diodes | 2 | 0.009141 |
| flip-flops and latches | 1024 | 56.16 |
[metrics by stage]
stage | setup WS, ps | instances | cell area [um2] | util, % | total power, mW
3_3_place_gp | 2026 | 4651 | 51470 | 53.22 | 6.780
5_1_grt | 1804 | 4843 | 54750 | 56.61 | 11.46
2_1_floorplan | 4041 | 3386 | 48790 | - | 6.326
6_report | 1885 | 4845 | 54750 | 56.62 | 11.15
3_5_place_dp | 1994 | 4651 | 51470 | 53.22 | 6.788
4_1_cts | 1989 | 4843 | 54750 | 56.61 | 11.18
[logic make-up after synthesis]
kind of cell	Yosys count	share of synthesized area [%]
buffers and inverters	253	3.211
AND-OR/OR-AND	576	8.042
flip-flops	1024	63.03
multiplexers	1024	21.01
AND/OR/NAND/NOR	509	4.714
[critical path, cell delays in order]
cell and delay [ps]:
clkdlybuf4s50_1 630, nor2b_4 660, buf_4 560, a22o_1 240, nor3_1 60, a31oi_1 200
nand3_1 310, clkdlybuf4s50_1 510
[final timing paths]
check           start                     to  cells past startpoint
max            rs2[0]         read_data2[11]                      8
min    write_data[28]  regs[4][28]$_DFFE_PP_                      2
[power by group]
| group | leakage, nW | switching [mW] | total, mW | internal (mW) |
|---|---|---|---|---|
| registers | 9.22 | 0.0245 | 5.64 | 5.62 |
| clock network | 1.62 | 1.90 | 4.44 | 2.54 |
| logic | 9.29 | 0.665 | 1.06 | 0.392 |
| total | 20.1 | 2.59 | 11.1 | 8.55 |
[routing by layer]
| metal | up-vias | share of wire, % | GRT usage (%) |
|---|---|---|---|
| li1 | 13590 | - | - |
| met1 | 15460 | 34 | 45.47 |
| met2 | 2173 | 46 | 49.95 |
| met3 | 401 | 16 | 22.91 |
| met4 | 4 | 4.2 | 11.00 |
| met5 | - | 0.099 | 2.128 |
Power figures rest on the tool's default switching activity, not on a simulated workload.
