==> flow/design.v <==
module mem_stage(input clk, input mem_read, mem_write, input [31:0] addr, write_data, output reg [31:0] read_data);
    reg [31:0] memory [0:255];
    always @(posedge clk) begin
        if (mem_write)
            memory[addr >> 2] <= write_data;
        if (mem_read)
            read_data <= memory[addr >> 2];
    end
endmodule
==> flow/run.sh <==
#!/bin/bash
# OpenROAD 26Q1-2900-gdf79404cd8, Yosys 0.63+post, stock flow scripts
make -C /OpenROAD-flow-scripts/flow DESIGN_CONFIG=/design/flow/config.mk WORK_HOME=/design/flow/orfs finish
==> flow/config.mk <==
export PLATFORM = sky130hd
export DESIGN_NAME = mem_stage
export DESIGN_NICKNAME = mem_stage
export VERILOG_FILES = /design/flow/design.v
export SDC_FILE = /design/flow/constraint.sdc
export NUM_CORES = 4
export LEC_CHECK = 1
export CORE_UTILIZATION = 40
export SYNTH_MEMORY_MAX_BITS = 65536
==> flow/constraint.sdc <==
current_design mem_stage

set clk_period 66.6
set clk_io_pct 0.2

create_clock -name clk0 -period $clk_period [get_ports {clk}]

set non_clock_inputs [all_inputs -no_clocks]
set_input_delay [expr $clk_period * $clk_io_pct] -clock clk0 $non_clock_inputs
set_output_delay [expr $clk_period * $clk_io_pct] -clock clk0 [all_outputs]
==> run_results.csv <==
group,metric,value,unit
run_status,status,"finished clean",
critical_path,crit_required,67.29,ns
timing,setup_violations,0,
clock_tree,clk_root_buffer_cell,"clkbuf_16",
floorplanning,fp_util,40.2,%
grt,overflow,0,
placed_design,io_buffer_count,74,
timing,timing.final.crit_share,29.9,%
critical_path,worst-path-buf-inv,8,
timing,whs,1.08,ns
yosys,yosys_area,309000,um2
routing,routed_wl,858000,um
yosys,ys_types,21,
clock_tree,cts_max_level,6,
power,max-vdd-ir-drop,36.3,uV
routing,postRouteAntennaNets,0,
critical_path,crit_family,"buffers and inverters",
grt,grtUsageTotal,24.5,%
grt,grt_max_degree,91,
yosys,async_flop_share,0,%
clock_tree,clk_pin_slew,0.06,ns
clock_tree,cts-resized-gates,0,
cells_and_area,drive_gt1_share,29.8,%
clock_tree,cts.sink_count,8224,
critical_path,slowest_stage,"o41ai_2",
cells_and_area,syn2layout_area_growth,14.5,%
timing,worst_slack,46.69,ns
yosys,yosysWarnings,1,
clock_tree,holdBufCountCts,0,
floorplanning,pin_count,99,
timing,slew_violations,0,
routing,drc,0,
timing,fmax,50.2,MHz
power,p_leak,107,nW
timing,tightest_slew,1.30,ns
critical_path,crit_chain,"buf_16 > buf_4 > buf_4 > buf_4 > buf_4 > buf_4 > buf_4 > buf_4 > mux4_2 > a22oi_1 > a21oi_1 > o41ai_2 > nand4_1",
yosys,ys_seq_share,79.8,%
timing,finClkSkew,0.0398,ns
routing,viasPerCell,5.82,
timing,grt_setup_unrepaired,"false",
timing,tns,0,ns
floorplanning,core-area,770000,um2
clock_tree,cts_tree,"yes",
cells_and_area,final_cells,24900,
placed_design,dp_cells,23400,
cells_and_area,n_fill_cell,61900,
clock_tree,cts_max_path_buffers,4,
floorplanning,die_w,881,um
clock_tree,cts_buffers,800,
timing,hold_violations,0,
critical_path,path_common_cell,"buf_4",
clock_tree,clk_latency,1.19,ns
yosys,syn-cell-area,309000,um2
clock_tree,post_cts_buffers,0,
critical_path,critPathMaxFanout,86,
hold_path,hold_path.class,"flop to flop",
yosys,ys_cells,13100,
job,cap_violations,0,
yosys,ff_type,"edfxtp_1",
power,power.total,10.5,mW
timing,fin_crit,19.91,ns
job,tool_warnings,50,
floorplanning,chip_area,777000,um2
yosys,syn_avg_cell_area,23.6,um2
grt,antenna_found_initial,42,
power,power.density,29.7,nW/um2
routing,vias,145000,
routing,drtIter0Drc,9693,
routing,first_pass_iters,6,
critical_path,crit_type,"input port to flop",
placed_design,gp_congestion,0.898,
critical_path,start_kind,"input port",
yosys,synthCells,13100,
grt,grt_pass1_wl,1200000,um
critical_path,arrival,20.59,ns
floorplanning,num_rows,322,
critical_path,critPathCaptureType,"flop",
placed_design,post-dp-hpwl,492000,um
timing,slew_headroom,12.5,%
placed_design,pre_cts_slack,45.49,ns
critical_path,critPathMaxStageDelay,0.98,ns
routing,wire_per_inst,34.4,um
yosys,synth-edff-count,8224,
grt,grt_pass1_vias,161000,
yosys,synth-seq-cells,8224,
floorplanning,fp.dieH,881,um
==> cell families (layout without fill, tap and decap cells) <==
family | Yosys count | in the layout | synth area share (%)
flip-flops | 8224 | 8224 | 79.8
multiplexers | 2048 | 2048 | 14.9
AND-OR/OR-AND | 1664 | 1664 | 3.68
buffers and inverters | 797 | 2395 | 1.09
AND/OR/NAND/NOR | 354 | 354 | 0.488
other | 0 | 32 | 0
==> metrics by stage <==
step | area, um2 | utilization, %
final | 354000 | 46.0
after global routing | 354000 | 46.0
after CTS | 354000 | 46.0
after detailed placement | 329000 | 42.8
after global placement | 329000 | 42.8
after floorplan | 309000 | -
==> final timing paths <==
check / start / endpoint / slack [ns] / depth (start not counted)
worst max-delay path: addr[3] / read_data[18]$_DFFE_PP_ / 46.69 / 13
worst min-delay path: memory[131][30]$_DFFE_PP_ / read_data[30]$_DFFE_PP_ / 1.08 / 5
worst min register to register: memory[131][30]$_DFFE_PP_ / read_data[30]$_DFFE_PP_ / 1.08 / 5
worst max register to register: memory[91][10]$_DFFE_PP_ / read_data[10]$_DFFE_PP_ / 62.72 / 5
==> area by class of cell <==
class	count	area [um2]	share of cell area, %
flip-flops and latches	8224	247000	69.8
clock buffers	1013	21000	5.93
diodes	32	80.1	0.0226
well taps	10200	12800	3.61
clock inverters	434	3680	1.04
multi-input cells	4066	61800	17.5
repair buffers	947	7750	2.19
inverters	1	3.75	0.00106
==> flip-flops by register name (all words and copies together) (netlist names) <==
name / cells
memory: 8192
read_data: 32
==> cells in the final DEF (no fill, tap or decap), types with 7 or more instances in the layout <==
master,instances
clkinv_1,195
a21oi_1,512
o41ai_1,43
nor3_2,30
buf_12,21
nand2_2,8
clkbuf_16,808
edfxtp_1,8224
buf_8,32
nand2_4,8
nand4_1,32
inv_16,7
bufinv_16,45
diode_2,32
clkbuf_1,205
nand2_1,12
a22oi_1,1024
clkinv_8,19
nand3_4,8
mux4_2,2048
clkinv_16,8
clkinv_2,129
inv_6,20
clkinvlp_4,8
clkdlybuf4s50_1,40
buf_4,852
o41ai_2,80
nor2_4,228
==> where the power goes <==
part / internal, mW / total, mW / switching [mW]
clock network: 2.40 / 4.31 / 1.91
registers: 5.71 / 5.71 / 0.00507
logic: 0.167 / 0.506 / 0.339
==> metal layers <==
layer  vias up  routed length, um  global-route usage, %
met5         -               2250                   2.16
met4        56              41600                   8.37
met3      1446             173000                   21.8
met2     10500             400000                   35.3
met1     73900             242000                   26.0
li1      59000                  -                      -
==> worst reg2reg max path, cell delays in order, from the launching register on <==
cell,delay (ns)
edfxtp_1,0.36
mux4_2,0.46
a22oi_1,0.37
a21oi_1,0.33
o41ai_1,1.11
nand4_1,0.75
==> cell usage after synthesis (2+ instances only) <==
master       n  area [um2]
a22oi_1   1024        7690
nand2_1     28         105
nor2_1     232         871
clkbuf_1   498        1870
buf_2      209        1050
edfxtp_1  8224      247000
nand3_1     13        65.1
buf_1       64         240
buf_6        4        45.0
and2_1       3        18.8
buf_4       21         158
o41ai_1    128        1120
nor2b_1      7        43.8
a21oi_1    512        2560
mux4_2    2048       46100
nand2b_1     6        37.5
or2_2        2        12.5
nor3_1      30         150
nand4_1     32         200
Power figures rest on the tool's default switching activity, not on a simulated workload.
