==> /design/flow/design.v <==
module branch_predictor(input [31:0] pc, input branch_taken, input update, output reg predict_taken);
    reg [1:0] predictor_table [0:255];  
    wire [7:0] index = pc[9:2];
    always @(*) begin
        predict_taken = predictor_table[index][1];
    end
    always @(posedge update) begin
        if (branch_taken && predictor_table[index] != 2'b11)
            predictor_table[index] = predictor_table[index] + 1;
        else if (!branch_taken && predictor_table[index] != 2'b00)
            predictor_table[index] = predictor_table[index] - 1;
    end
endmodule
==> /design/flow/run.sh <==
#!/bin/bash
# OpenROAD 26Q1-2900-gdf79404cd8, Yosys 0.63+post, stock flow scripts
make -C /OpenROAD-flow-scripts/flow DESIGN_CONFIG=/design/flow/config.mk WORK_HOME=/design/flow/orfs finish
==> /design/flow/config.mk <==
export PLATFORM = sky130hd
export DESIGN_NAME = branch_predictor
export DESIGN_NICKNAME = branch_predictor
export VERILOG_FILES = /design/flow/design.v
export SDC_FILE = /design/flow/constraint.sdc
export NUM_CORES = 4
export LEC_CHECK = 1
export CORE_UTILIZATION = 50
==> /design/flow/constraint.sdc <==
current_design branch_predictor

set clk_period 61.4
set clk_io_pct 0.2

create_clock -name clk0 -period $clk_period [get_ports {update}]

set non_clock_inputs [all_inputs -no_clocks]
set_input_delay [expr $clk_period * $clk_io_pct] -clock clk0 $non_clock_inputs
set_output_delay [expr $clk_period * $clk_io_pct] -clock clk0 [all_outputs]
==> flow_summary.json <==
{
  "synth_area_mm2": 0.0251,
  "grt_max_degree": 155,
  "area_growth_pct": 12.1,
  "setup_viol": 0,
  "initialDrtViolationCount": 2842,
  "hp-class": "flip-flop to flip-flop",
  "cts_root_buffer": "clkbuf_16",
  "gp_congestion": 1.16,
  "placed_cells": 2664,
  "drv_slew": 0,
  "yosys_most_used_dff": "edfxtp_1",
  "ys_warn_count": 2,
  "core_util_floorplan_pct": 51.0,
  "grt_pass1_vias": 22276,
  "swShare_pct": 29.9,
  "vdd_drop_max_mv": 0.0248,
  "p_seq_share_pct": 46.1,
  "drive_gt1_share_pct": 16.0,
  "critPathMaxStageDelay_ns": 0.82,
  "drc": 0,
  "yosys.cell_types.count": 90,
  "critPathKind": "input pin to output pin",
  "status": "complete, no violations",
  "startpoint_type": "input pin",
  "port_buffers": 10,
  "switching_power_mw": 0.295,
  "finalHoldViolations": 0,
  "clockBufferDepth": 3,
  "dr.pass1.iters": 8,
  "fin_skew_ns": 0.0314,
  "fp.dieArea_mm2": 0.0511,
  "p_comb_share_pct": 17.4,
  "ys_seq_share_pct": 61.3,
  "post_cts_buffers": 0,
  "largest_reg_flops": 512,
  "slew_headroom_pct": 7.82,
  "worst_path_most_repeated_cell": "buf_4",
  "routed_wl_um": 134000,
  "period_needed_ns": 29.46,
  "die_w_um": 226,
  "final.period_utilization_pct": 48.0,
  "yosys_area_mm2": 0.0251,
  "worst_pin_slew_ns": 1.38,
  "final_cell_count_no_fill": 2774,
  "grt_overflow": 0,
  "avgSynthCellArea_um2": 12.1,
  "cp_slowest_cell": "and4b_1",
  "p_clk_share_pct": 36.6,
  "p_leak_nw": 8.61,
  "clk_pin_slew_ns": 0.06,
  "p_int_mw": 0.691,
  "vias": 22222,
  "htreeDepth": 2,
  "die_y_um": 226,
  "track_usage_pct": 58.4,
  "dpl.hpwl_um": 86700,
  "yosysCellCount": 2076,
  "avgRoutedWirePerCell_um": 48.3,
  "antenna_found_initial": 9,
  "fin_tns_setup_ns": 0,
  "core_mm2": 0.0493,
  "syn_inst": 2076,
  "grt_pass1_wl_um": 181000,
  "antenna_left": 0,
  "hold_buffers": 0,
  "pwr_density_cell_mw_per_mm2": 35.0,
  "clkLatencyLatePin_ns": 0.65,
  "ios": 35,
  "cts_resized": 0,
  "cp.required_ns": 49.12,
  "final_common_cell": "edfxtp_1",
  "final_core_util_pct": 57.1,
  "grt_setup_unrepaired": "false",
  "worst_ep_arrival_time_ns": 17.18,
  "clkSinkCount": 512,
  "mostFrequentLayoutCells": "edfxtp_1, nor3_1, buf_4, nand3_1, a22oi_1",
  "ys.flops": 512,
  "critPathMaxFanout": 45,
  "via_per_inst": 8.01,
  "cts_buffers": 55,
  "rows": 81,
  "cts_tree": "done",
  "crit_path_end_kind": "output pin",
  "tool_warnings": 53,
  "max_freq_ghz": 0.0339,
  "cap_viol_max_count": 0,
  "async_reset_ff_share_pct": 0,
  "edf_count": 512,
  "path_cells": "buf_4 > buf_4 > buf_4 > and4b_1 > a22oi_1 > a21oi_1 > a2111oi_1 > buf_4 > o2111ai_1 > nor4_4 > a31oi_4 > clkdlybuf4s50_1"
}
==> worst max-delay path: cells and delay by family <==
kind            cells  cell delay (ns)
compound gates      5             1.50
buf+inv             5             2.39
simple gates        2             0.93
==> cell type report <==
cell class | instances | area [µm²]
Timing Repair Buffer | 172 | 1320
Clock inverter | 39 | 508
Inverter | 6 | 22.5
Multi-Input combinational cell | 1311 | 8640
Sequential cell | 512 | 15400
Fill cell | 3948 | 21100
Clock buffer | 62 | 1420
Tap cell | 664 | 831
Antenna cell | 8 | 20.0
==> cells by family (layout without fill, tap and decap cells) <==
group	after synthesis	count (layout)	synth area share [%]
compound gates	481	481	14.0
xor+xnor	3	3	0.105
buf+inv	253	279	5.14
flops	512	512	61.3
mux	35	35	1.54
other cells	0	8	0
simple gates	792	792	17.9
==> synthesized netlist by cell type, drive strengths merged, types with 21 or more instances <==
cell / number / area [µm²]
edfxtp: 512 / 15400
nor3: 230 / 1150
clkbuf: 127 / 477
nand3: 121 / 611
buf: 120 / 792
a22oi: 110 / 826
nand2: 99 / 374
o21ai: 72 / 364
nor4: 66 / 459
nor2: 62 / 240
a21oi: 55 / 275
a32oi: 35 / 307
nand4: 32 / 200
nor2b: 24 / 150
o32ai: 23 / 201
a31oi: 22 / 153
and3: 21 / 131
==> worst paths after layout <==
path | slack [ns] | cells after the start | end | startpoint
worst max-delay path | 31.94 | 12 | predict_taken | pc[4]
worst min-delay path | 0.94 | 4 | predictor_table[0][0]$_DFFE_PP_ | predictor_table[0][0]$_DFFE_PP_
worst max register to register | 55.10 | 10 | predictor_table[103][1]$_DFFE_PP_ | predictor_table[141][0]$_DFFE_PP_
worst min register to register | 0.94 | 4 | predictor_table[0][0]$_DFFE_PP_ | predictor_table[0][0]$_DFFE_PP_
==> routing by layer <==
layer	up-vias	GRT usage (%)	share of wire, %	wire length, µm
met5	-	19.6	0.75	1000
met4	34	37.9	9.3	12500
met3	700	51.6	22	29000
met2	2528	72.3	39	52100
met1	10595	63.9	29	39300
li1	8365	-	-	-
==> through the flow <==
step / hold WS, ns / total power [mW] / cell area (µm²) / setup slack, ns
global route: 0.992 / 0.997 / 28100 / 32.07
detailed placement: 0.915 / 0.619 / 26200 / 32.36
finish: 0.935 / 0.986 / 28100 / 31.94
floorplan: 1.14 / 0.559 / 25100 / 34.75
CTS: 0.933 / 0.972 / 28100 / 32.33
global placement: 0.899 / 0.618 / 26200 / 32.37
==> power groups by stage <==
stage | Clock [mW] | Combinational (mW) | Sequential (mW)
final | 0.361 | 0.171 | 0.454
after global routing | 0.371 | 0.170 | 0.455
after CTS | 0.359 | 0.159 | 0.453
No activity file was given, so power comes from the tool's default toggle rates.
